$ cat flow/run.sh
#!/bin/bash
# OpenROAD 26Q1-2900-gdf79404cd8, Yosys 0.63+post, stock flow scripts
make -C /OpenROAD-flow-scripts/flow DESIGN_CONFIG=/design/flow/config.mk WORK_HOME=/design/flow/orfs finish
$ cat flow/config.mk
export PLATFORM = sky130hd
export DESIGN_NAME = Seg7_Decoder
export DESIGN_NICKNAME = Seg7_Decoder
export VERILOG_FILES = /design/flow/design.v
export SDC_FILE = /design/flow/constraint.sdc
export NUM_CORES = 4
export LEC_CHECK = 1
export CORE_AREA = 10 10 70 70
export DIE_AREA = 0 0 80 80
$ cat flow/constraint.sdc
current_design Seg7_Decoder

set clk_period 1.0
set clk_io_pct 0.2

create_clock -name clk0 -period $clk_period

set non_clock_inputs [all_inputs -no_clocks]
set_input_delay [expr $clk_period * $clk_io_pct] -clock clk0 $non_clock_inputs
set_output_delay [expr $clk_period * $clk_io_pct] -clock clk0 [all_outputs]
$ cat flow/design.v
module Seg7_Decoder (
    input [3:0] sec_ones, sec_tens, mins,
    output [6:0] sec_ones_seg, sec_tens_seg, mins_seg);
    Decoder Ones (sec_ones, sec_ones_seg);
    Decoder Tens (sec_tens, sec_tens_seg);
    Decoder Mins (mins, mins_seg);
endmodule
module Decoder (input [3:0] entrada, output [6:0] saida);
    assign saida = (entrada == 0) ? 7'b1111110 :
                   (entrada == 1) ? 7'b0110000 :
                   (entrada == 2) ? 7'b1101101 :
                   (entrada == 3) ? 7'b1111001 :
                   (entrada == 4) ? 7'b0110011 :
                   (entrada == 5) ? 7'b1011011 :
                   (entrada == 6) ? 7'b0011111 :
                   (entrada == 7) ? 7'b1110000 :
                   (entrada == 8) ? 7'b1111111 :
                   (entrada == 9) ? 7'b1110011 :
                   7'b0000000;
endmodule
==> Slide: Implementation Results <==
Implementation Results

Run status
  • Status: finished with violations
  • Failing checks: setup timing

Timing
  • Worst hold slack: 0.667 ns
  • Worst Tran Pin Value: 0.229 ns
  • Final hold vios: 0
  • Setup TNS: -1.36 ns
  • Minimum clock period: 1.25 ns
  • Relative slew margins: 0.845
  • Finish-stage setup viols: 13
  • Final period utilization: 1.25
  • Max Fclk: 798 MHz
  • RSZ-0062 raised after global routing: yes
  • Post-route worst setup slack: -0.254 ns
  • Slew Viols, Final: 0

Place
  • Post-detail-place hpwl: 1.35 mm
  • RD Place Congestion: 0.745
  • I/O Buffers: 33
  • DP Area: 956 µm²

Synthesis
  • Ys cells: 77
  • Average size of a mapped cell: 6.69 µm²
  • Yosys stat area: 515 µm²
  • Sequential element share of the synthesized area: 0
  • Ys Warns: 0
  • Syn Inst Count: 77
  • Mapped Area: 515 µm²
  • Unique cell types: 29

Setup path
  • CP Class: input pin to primary output
  • Critical path data arrival time: 1.05 ns
  • Worst Path Required: 0.80 ns
  • Critical path peak fanout: 5
  • Crit end category: primary output
  • CP Launch Type: input pin

Min path
  • HP Start: sec_tens[1]
  • WHS Endpoint: sec_tens_seg[1]
  • HP Class: input pin to primary output
  • Worst hold stages: 3

Drt
  • DRC: 0
  • Vias per cell: 4.49
  • Final antenna-violating net count: 0
  • Routed len/inst: 12.3 µm
  • Total wire length: 2.14 mm
  • # diodes: 0
  • Iteration tally of the first detailed-router pass: 2
  • First-iteration detailed-routing DRC count: 1
  • Via count: 781

Power and ir drop
  • Peak supply drop: 0.168 mV
  • Int Power: 0.000327 W
  • Design Power: 0.000518 W
  • Clock power frac: 0
  • Comb power frac: 1.000
  • Sw Ratio: 0.370
  • Leakage: 0.562 nW
  • Switching power total: 0.000192 W
  • Sequential power share: 0
  • Pwr Density: 424 mW/mm²

GRT
  • Remaining Overflow, GRT: 0
  • First-pass GRT wire length: 3.39 mm
  • Vias in the first global route: 733
  • GR Util All Layers: 0.0603
  • Largest net degree at the start of global routing: 12
  • Initial antenna violation count: 0

Floorplanning
  • DIE AREA: 0.00640 mm²
  • Core area: 0.00342 mm²
  • Die width: 80 µm
  • Row Count: 21
  • Fp_density: 0.151
  • # IOs: 33
  • Die height: 80 µm

Final layout
  • Most frequent logic cell in the layout: buf_2
  • Clock buffers: 0
  • Flops: 0
  • Most common logic cells in the final layout: buf_2 (21), buf_6 (19), buf_4 (14)
  • FF+latch area: 0 µm²
  • Area Overhead vs Synth: 137%
  • Final Util: 0.358
  • Final Cell Area: 0.00122 mm²
  • Ratio of cells with drive above 1 in the final layout: 0.688

Job
  • Number of max-cap violations: 0
  • Tool warnings: 35

Clock tree
  • Hold bufs inserted after CTS: 0
==> metal layers <==
layer / GRT usage / up-vias / wire length (µm)
met3: 0.0239 / 0 / 196
met4: 0 / 0 / 0
met2: 0.0987 / 17 / 1040
met5: 0 / - / 0
li1: - / 396 / -
met1: 0.0771 / 368 / 901
==> worst max path at each step <==
stage                 cells after the start  slack [ns]              end        start
after CTS                                 4       -0.28  sec_ones_seg[6]  sec_ones[2]
after global routing                      4       -0.28  sec_ones_seg[6]  sec_ones[3]
final                                     4       -0.25  sec_ones_seg[6]  sec_ones[3]
==> cells by family after synthesis <==
group | count (synthesis) | share of synthesized area
AND-OR/OR-AND | 30 | 0.444
buffers and inverters | 13 | 0.146
multiplexers | 1 | 0.0218
AND/OR/NAND/NOR | 33 | 0.388
==> synthesized netlist by cell type <==
cell type	n	area [µm²]
buf_2	9	45.0
a211o_1	2	17.5
o21ai_0	1	5.00
nor3_1	6	30.0
o22ai_1	6	37.5
buf_4	2	15.0
and2_1	4	25.0
a21o_1	3	22.5
o21ba_2	1	10.0
nor4b_1	1	8.76
and3_1	1	6.26
o21bai_1	1	7.51
nand4bb_1	1	11.3
nand2_1	2	7.51
nor4bb_1	1	10.0
o211ai_2	1	12.5
a221oi_1	3	26.3
buf_6	1	11.3
o21a_1	4	30.0
nor2b_1	4	25.0
mux2_1	1	11.3
nor2_1	7	26.3
nand2b_1	3	18.8
a211oi_1	5	37.5
or3b_1	1	8.76
or4b_1	1	10.0
a21boi_0	3	22.5
and4bb_1	1	12.5
inv_1	1	3.75
==> layout make-up <==
type / instances / area [µm²]
Fill cell: 347 / 2190
Tap cell: 46 / 57.6
Inverter: 1 / 3.75
Multi-Input combinational cell: 64 / 581
Timing Repair Buffer: 63 / 582
==> power groups by stage <==
stage	clock, W	sequential, W	combinational, W
final	0	0	0.000518
after global routing	0	0	0.000570
after CTS	0	0	0.000451
==> stage by stage <==
step / worst slack (ns) / cells
final: -0.254 / 174
after global routing: -0.279 / 174
after CTS: -0.284 / 169
after detailed placement: -1.03 / 160
after global placement: -0.992 / 160
after floorplan: -0.0180 / 77
==> worst max-delay path, stage by stage <==
cell and delay, ns:
buf_8 0.10, or4b_1 0.50, and3_1 0.15, buf_2 0.11
==> repair_timing <==
item / in CTS / in global routing
resized: 172 / 26
cloned: 2 / 1
buffers inserted: 7 / 4
endpoints found under the hold margin: 0 / 0
setup endpoints to repair: 21 / 20
pin swaps: 27 / 14
Power figures rest on the tool's default switching activity, not on a simulated workload.
