==> flow/design.v <==
module encoder (
    input keypad0, keypad1, keypad2, keypad3, keypad4,
    keypad5, keypad6, keypad7, keypad8, keypad9, enablen,
    output reg valid, output reg [3:0] BCD_out 
);
    initial
    begin
        BCD_out <= 4'b1111;
    end
    always @(keypad0 or keypad1 or keypad2 or keypad3 or keypad4 or
    keypad5 or keypad6 or keypad7 or keypad8 or keypad9 or enablen)
    begin
        if (enablen == 0)
        begin
            if (keypad0)
                BCD_out = 4'b0000;
            else if (!keypad0 && keypad1)
                BCD_out = 4'b0001;
            else if (!keypad0 && !keypad1 && keypad2)
                BCD_out = 4'b0010;
            else if (!keypad0 && !keypad1 && !keypad2 && keypad3)
                BCD_out = 4'b0011;
            else if (!keypad0 && !keypad1 && !keypad2 && !keypad3 && keypad4)
                BCD_out = 4'b0100;
            else if (!keypad0 && !keypad1 && !keypad2 && !keypad3 && !keypad4 && keypad5)
                BCD_out = 4'b0101;
            else if (!keypad0 && !keypad1 && !keypad2 && !keypad3 && !keypad4 && !keypad5 && keypad6)
                BCD_out = 4'b0110;
            else if (!keypad0 && !keypad1 && !keypad2 && !keypad3 && !keypad4 && !keypad5 && !keypad6 && keypad7)
                BCD_out = 4'b0111;
            else if (!keypad0 && !keypad1 && !keypad2 && !keypad3 && !keypad4 && !keypad5 && !keypad6 && !keypad7 && keypad8)
                BCD_out = 4'b1000;
            else if (!keypad0 && !keypad1 && !keypad2 && !keypad3 && !keypad4 && !keypad5 && !keypad6 && !keypad7 && !keypad8 && keypad9)
                BCD_out = 4'b1001;
            else
                BCD_out = 4'b1111;
            if (keypad0 || keypad1 || keypad2 || keypad3 || keypad4 || keypad5 || keypad6 || keypad7 || keypad8 || keypad9)
                valid = 0;
            else
                valid = 1;
        end
        else
            valid = 1;
    end
endmodule
==> flow/run.sh <==
#!/bin/bash
# OpenROAD 26Q1-2900-gdf79404cd8, Yosys 0.63+post, stock flow scripts
make -C /OpenROAD-flow-scripts/flow DESIGN_CONFIG=/design/flow/config.mk WORK_HOME=/design/flow/orfs finish
==> flow/config.mk <==
export PLATFORM = sky130hd
export DESIGN_NAME = encoder
export DESIGN_NICKNAME = encoder
export VERILOG_FILES = /design/flow/design.v
export SDC_FILE = /design/flow/constraint.sdc
export NUM_CORES = 4
export LEC_CHECK = 1
export CORE_AREA = 10 10 70 70
export DIE_AREA = 0 0 80 80
==> flow/constraint.sdc <==
current_design encoder

set clk_period 3.1
set clk_io_pct 0.2

create_clock -name clk0 -period $clk_period

set non_clock_inputs [all_inputs -no_clocks]
set_input_delay [expr $clk_period * $clk_io_pct] -clock clk0 $non_clock_inputs
set_output_delay [expr $clk_period * $clk_io_pct] -clock clk0 [all_outputs]
==> results.tsv <==
stage	metric	value	unit
synth	Netlist cell types	11	
floorplan	die area	0.00640	mm²
place	gpl congestion	0.722	
detailed_routing	first-pass detailed-route iteration total	4	
power_and_ir_drop	leakage	0.136	nW
detailed_routing	WL final	679	µm
global_route	largest net degree at the start of global routing	6	
power_and_ir_drop	Power Internal	0.0000224	W
worst_hold_path	Tightest Hold Check Type	input port to output port	
detailed_routing	wire per inst	8.18	µm
global_route	gr ovfl total	0	
worst_hold_path	Hold EP	valid	
final_layout	Layout Area Growth over Synthesis	133	%
floorplan	Core Area	0.00342	mm²
power_and_ir_drop	pwr dens	85.3	mW/mm²
detailed_routing	vias per inst	2.46	
setup_path	Critical Path Sink Type	output port	
setup_path	Critical path buffers and inverters	2	
power_and_ir_drop	sequential share of power	11.0	%
setup_path	Setup Crit Path Kind	input port to output port	
sta	minimum clock period	2960	ps
setup_path	Max FO, Critical Path	3	
final_layout	Top Layout Cells	16 x clkdlybuf4s50_1, 6 x nor2_1, 4 x dlxtn_1, 2 x or4_4, 2 x inv_1	
global_route	GRT Overall Usage	1.92	%
final_layout	Top reg by flops	BCD_out	
final_layout	most numerous logic cell after layout	clkdlybuf4s50_1	
final_layout	share of layout cells above drive strength 1	8.11	%
sta	RSZ-0062 raised after global routing	false	
floorplan	chip width	80	µm
power_and_ir_drop	Net Sw Frac	31.2	%
floorplan	Core Rows	21	
synth	Synth Register Bits	4	
final_layout	Largest register FFs	4	
floorplan	chip height	80	µm
worst_hold_path	hold path start	enablen	
sta	final setup margin	143	ps
setup_path	Most common cell on crit path	clkdlybuf4s50_1	
sta	Slew @ Worst Pin	308	ps
sta	Max Slew Vio Count	0	
clocking	post-CTS sizing	0	
run	tool warnings	32	
setup_path	delay-heaviest family, CP	buffers and inverters	
floorplan	num ports	16	
sta	number of unconstrained endpoints	8	
run	Max Cap Viol	0	
setup_path	Worst EP required	2480	ps
synth	Mapped Area	164	µm²
sta	setup TNS	0	ps
sta	fmax	338	MHz
sta	count of unclocked register or latch pins	4	
sta	setup violators final	0	
final_layout	Regs by FF count	BCD_out x4	
sta	Worst slew margin	79.5	%
place	I/O Buffers	16	
global_route	first-pass GRT wire length	972	µm
global_route	antenna violations before repair	0	
setup_path	CP max stage delay	550	ps
floorplan	fp util	4.80	%
setup_path	critical path's slowest cell	or4_4	
setup_path	startpoint types	input port	
detailed_routing	Antenna Nets Post-Route	0	
clocking	setup bufs post-CTS	0	
status	status	complete, no violations	
power_and_ir_drop	VDD IR max	0.0408	mV
setup_path	CP Data Arrival Time	2340	ps
setup_path	crit-path cells	clkdlybuf4s50_1, or4_4, nor2_2, a21o_1, clkdlybuf4s50_1	
synth	synth warn	1	
detailed_routing	diodes inserted	0	
worst_hold_path	Hold Path Cell Cnt	3	
global_route	vias in the first global route	196	
final_layout	filler cell count	403	
final_layout	non-filler cells, final	83	
place	pre-CTS setup slack	141	ps
clocking	hold buffers post-CTS	0	
synth	syn avg cell area	7.81	µm²
sta	Final Cycle Share	95.4	%
power_and_ir_drop	Combinational Power Share	89.0	%
detailed_routing	DR vias	204	
detailed_routing	Initial DRC Count	5	
detailed_routing	Remaining DRCs	0	
synth	synthesis area per yosys	164	µm²
power_and_ir_drop	Clk pwr share	0	%
synth	Post-Synthesis Cells	21	
place	hpwl dp	636	µm
sta	final hold vios	0	
place	placed insts	83	
power_and_ir_drop	Sw Pwr	0.0000102	W
synth	Yosys Instances	21	
cells in the mapped netlist:
cell	count	area, µm²
o31ai_1	1	7.51
a21oi_1	1	5.00
nor2_1	6	22.5
or4_4	2	22.5
a221oi_1	1	8.76
nor2_2	1	6.26
inv_1	2	7.51
a21o_1	1	7.51
dlxtn_1	4	60.1
a211oi_1	1	7.51
o31a_1	1	8.76
kinds of logic (layout without fill, tap and decap cells):
group           Yosys count  in the layout  share of synthesized area (%)
simple gates              9              9                           31.3
latches                   4              4                           36.6
compound gates            6              6                           27.5
buf+inv                   2             18                           4.58
area by class of cell:
cell class	instances	area [µm²]	area share, %
multi-input combinational	15	96.3	25.2
timing repair buffer	16	160	42.0
tap	46	57.6	15.1
inverter	2	7.51	1.97
sequential	4	60.1	15.7
worst min-delay path, stage by stage:
cell and delay (ps):
clkdlybuf4s50_1 470, a21o_1 180, clkdlybuf4s50_1 420
layer usage:
| metal | GRT usage (%) | up-vias | part of all wire (%) |
|---|---|---|---|
| li1 | - | 110 | - |
| met1 | 3.45 | 79 | 62 |
| met2 | 1.61 | 15 | 21 |
| met3 | 1.25 | 0 | 18 |
| met4 | 0 | 0 | 0 |
| met5 | 0 | - | 0 |
through the flow:
stage / power [W] / util [%] / cell area (µm²) / hold WS (ps)
floorplan: 0.00000984 / - / 164 / 1280
global placement: 0.0000319 / 11.2 / 382 / 2300
CTS: 0.0000328 / 11.2 / 382 / 2320
global route: 0.0000353 / 11.2 / 382 / 2360
finish: 0.0000326 / 11.2 / 382 / 2310
detailed placement: 0.0000326 / 11.2 / 382 / 2310
power groups by stage:
stage	Clock (W)	Combinational (W)	Sequential, W
4_1_cts	0	0.0000292	0.00000357
5_1_grt	0	0.0000317	0.00000366
6_report	0	0.0000290	0.00000357
worst max-delay path by stage:
stage / startpoint / end / slack [ps] / cells past startpoint
CTS: keypad2 / valid / 140 / 5
global route: keypad2 / valid / 90 / 5
finish: keypad2 / valid / 140 / 5
Power is estimated from default activity; no workload was simulated.
