## design.v

```verilog
module Delay (input clear, clock, output reg saida);
    reg [2:0] valor;
    initial
    begin
        valor <= 3'b000;
        saida <= 0;
    end
    always @(posedge clock or posedge clear) 
    begin
        if (clear)
        begin
            valor <= 3'b000;
            saida <= 0;
        end
        else
        begin
            if (valor == 3'b111)
                valor <= 3'b111;
            else if (valor == 3'b011)
            begin
                valor <= valor + 1;
                saida <= 1;
            end
            else
                valor <= valor + 1;
        end
    end
endmodule
```

## run.sh

```bash
#!/bin/bash
# OpenROAD 26Q1-2900-gdf79404cd8, Yosys 0.63+post, stock flow scripts
make -C /OpenROAD-flow-scripts/flow DESIGN_CONFIG=/design/flow/config.mk WORK_HOME=/design/flow/orfs finish
```

## config.mk

```make
export PLATFORM = sky130hd
export DESIGN_NAME = Delay
export DESIGN_NICKNAME = Delay
export VERILOG_FILES = /design/flow/design.v
export SDC_FILE = /design/flow/constraint.sdc
export NUM_CORES = 4
export LEC_CHECK = 1
export CORE_AREA = 10 10 70 70
export DIE_AREA = 0 0 80 80
```

## constraint.sdc

```tcl
current_design Delay

set clk_period 1.1
set clk_io_pct 0.2

create_clock -name clk0 -period $clk_period [get_ports {clock}]

set non_clock_inputs [all_inputs -no_clocks]
set_input_delay [expr $clk_period * $clk_io_pct] -clock clk0 $non_clock_inputs
set_output_delay [expr $clk_period * $clk_io_pct] -clock clk0 [all_outputs]
```

==> results.cfg <==
; synthesis and place-and-route metrics
[routing]
drc = 0
wire_per_inst_um = 4.219
drt_iter0_drc = 7
diodes = 0
ant_nets = 0
post_drt_via_cell_ratio = 1.484
drt-total-wl_um = 270
vias = 95
first_pass_iters = 2

[floorplanning]
placement_rows = 21
io_pins = 3
chipHeight_um = 80
dieWidth_um = 80
core_um2 = 3416
die_area_um2 = 6400
initCoreUtil_pct = 4.322

[clock_network]
clkTransAtPathRegs_ps = 40
clock_latency_ps = 230
root_buffer = clkbuf_4
cts_tree = yes
cts_buffer_depth = 2
htreeDepth = 1
clock_sinks = 4
cts_made_buffers = 3

[placement]
place.gp.congestion = 0.6659
pre_cts_ws_ps = 81.42
io_buffers = 2
post-place-cells = 60
dpl-instance-area_um2 = 225.2

[timing]
rsz0062_at_grt = no
fin_ws_ps = 44.78
fmax_mhz = 947.7
fin_crit_ps = 1055
slew_headroom_pct = 90.52
drv_slew = 0
timing.final.crit_share_pct = 95.93
fin_skew_ps = 3.091
tns_ps = 0
worst_pin_slew_ps = 142.1
setup_viol = 0
final_hold_viol_count = 0

[layout]
fin_area_um2 = 254.0
final_cells = 64
layout-drive-gt1-share_pct = 22.22
fillers = 408
area_growth_pct = 72.03

[critical_path]
worstPathArrival_ps = 840
cp_top_family = flip-flops
worstPathMaxFanout = 2
worst-path-buf-inv = 1
crit_type = reg2out
rr_startpoint = valor[0]
max_stage_delay_ps = 360
critPathSlowestCell = dfrtp_1
cp-end-kind = primary output
cp.required_ps = 880
crit_path_start = saida
start_kind = flop
worstPathCellList = dlygate4sd2_1

[pwr]
total_power_uw = 332.3
leakage_nw = 0.09390
power.density_nw_per_um2 = 1308
ir_drop_mv = 0.1513

[logic_synthesis]
synth_seq_share_pct = 67.80
synth.cell_area_um2 = 147.6
yosysWarnings = 1
synthesis.instances = 12
ys_cells = 12
synth_cell_types = 7
avgSynthCellArea_um2 = 12.30
ys_seq_elements = 4
ys_area_um2 = 147.6

[grt]
grt_overflow = 0
antenna_found_initial = 0
grt_pass1_wl_um = 524
grt_pass1_vias = 119
grt_usage_pct = 1.229
grt_max_degree = 5

[flow_run]
drv_cap = 0
warning_count = 25

[status]
outcome = complete, no violations

[min_path]
min_path_type = in2async
==> synth_stat cells <==
cell | instances | area, um2
dfrtp_1 | 4 | 100.1
or2_1 | 1 | 6.260
nand2b_1 | 1 | 6.260
ha_1 | 1 | 12.51
a21o_1 | 1 | 7.510
nand2_1 | 2 | 7.510
inv_1 | 2 | 7.510
==> layout by cell type, fill, tap and decap left out <==
master	Yosys	routed
clkdlybuf4s50_1	0	1
dlygate4sd2_1	0	1
nand2_1	2	2
a21o_1	1	1
ha_1	1	1
inv_1	2	2
or2_1	1	1
nand2b_1	1	1
clkbuf_4	0	3
dfrtp_1	4	4
buf_4	0	1
==> path summary, 6_finish.rpt <==
check	cells past startpoint	to	slack, ps
max in group asynchronous	2	valor[0]	780
worst max register to register	2	valor[2]	160
min in group clk0	1	valor[0]	440
worst min-delay path	2	saida	170
worst max-delay path	1	saida	40
worst min register to register	1	valor[0]	440
==> registers in the layout (all words and copies together) (netlist names) <==
signal and count:
saida 1, valor 3
==> timing repair <==
| item | in CTS | in global routing |
|---|---|---|
| setup buffers | 1 | 0 |
| setup endpoints to repair | 1 | 0 |
| hold buffers | 0 | 0 |
| resized | 1 | 0 |
==> stage by stage <==
step	util, %	hold WS (ps)
3_3_place_gp	6.593	410.3
5_1_grt	7.436	204.1
2_1_floorplan	-	-13.92
4_1_cts	7.436	169.9
6_report	7.436	170.7
3_5_place_dp	6.593	415.7
==> cell families after synthesis <==
family	share of synthesized area (%)
compound gates	5.087
fa+ha+maj	8.473
buf+inv	5.087
flops	67.80
simple gates	13.57
==> layer usage <==
layer | part of all wire [%] | GRT usage [%] | routed length, um | vias up
li1 | - | - | - | 49
met1 | 43 | 1.068 | 115 | 43
met2 | 30 | 0.9631 | 81 | 3
met3 | 27 | 2.500 | 72 | 0
met4 | 0 | 0.5282 | 0 | 0
met5 | 0 | 0 | 0 | -
==> power breakdown <==
| group | internal (mW) | switching [mW] | leakage [nW] |
|---|---|---|---|
| combinational | 0.00333 | 0.00291 | 0.0451 |
| clock | 0.122 | 0.0563 | 0.0138 |
| sequential | 0.148 | 0 | 0.0350 |
==> layout make-up <==
class                      count  area (um2)  area share, %
sequential                     4       100.1          39.41
tap                           46       57.56          22.66
multi-input combinational      6       40.04          15.76
timing repair buffer           3       26.28          10.34
clock buffer                   3       22.52          8.867
inverter                       2       7.507          2.956
No activity file was given, so power comes from the tool's default toggle rates.
